## flow/constraint.sdc

```tcl
current_design Control

set clk_period 13.5
set clk_io_pct 0.2

create_clock -name clk0 -period $clk_period [get_ports {CLK}]

set non_clock_inputs [all_inputs -no_clocks]
set_input_delay [expr $clk_period * $clk_io_pct] -clock clk0 $non_clock_inputs
set_output_delay [expr $clk_period * $clk_io_pct] -clock clk0 [all_outputs]
```

## flow/design.v

```verilog
module register(rst, CLK, D, Q, en);
	input rst; 
	input CLK; 
	input en;  
	input [15:0] D; 
	output [15:0] Q;
	reg [15:0] Q;
	always @(posedge CLK or negedge rst)
		if (rst == 1'b0)
			Q <= 16'd0;
		else
			begin
				if (en)
					Q <= D;
				else	
					Q <= Q;
			end
endmodule
module ALU(rst, CLK, src1, src2, dst, operation);
	input CLK, rst;
	input [2:0] operation;
	input [15:0] src1, src2;
	output [15:0] dst;
	reg [15:0] dst;
	reg one;
	always@(posedge CLK or negedge rst)
	begin
		if(rst == 1'b0)
		begin
			one <= 1'b0;
		end
		else
		if(one == 1'b0)
		begin
			case (operation)
			3'b000:  
				begin
				dst <= src1 & src2;
				one <= 1'b1;
				end
			3'b001:  
				begin
				dst <= src2 | src2;
				one <= 1'b1;
				end
			3'b010:  
				begin
				dst <= src1 + src2;
				one <= 1'b1;
				end
			3'b110:  
				begin
				dst <= src1 - src2;
				one <= 1'b1;
				end
			3'b011:  
				begin
				dst <= 16'd1;
				one <= 1'b1;
				end
			default:  
				begin
				dst <= 16'd1;
				one <= 1'b1;
				end
			endcase
		end
		else
			one <= 1'b0;
	end
endmodule
module Control(rst, CLK, instruction, out, person, LEDG);
	input CLK, rst;
	input [1:0]person;  
	input [15:0] instruction;
	output [15:0] out;
	output [3:0] LEDG;
	reg [2:0] S, NS;
	reg [3:0] LEDG;
	reg RegDst, RegWrite, ALUSrc;
	reg [1:0] ALUOp;
	reg [2:0] operation;	
	reg [15:0] src1_reg, src2_reg, inA_reg, inB_reg, inC_reg, inZ_reg;
	reg writeA_reg, writeB_reg, writeC_reg;
	reg [5:0] OpCode_reg;
	reg [1:0] rs_reg, rt_reg, rd_reg;
	reg [3:0] funct_reg;
	reg [7:0] address_reg;
	wire [5:0] OpCode;
	wire [1:0] rs, rt, rd;
	wire [3:0] funct;
	wire [7:0] address;
	wire [15:0] zero, outA, outB, outC;
	wire [15:0] inA, inB, inC;
	wire writeA, writeB, writeC;
	wire [15:0] src1, src2, dst;
	assign OpCode = OpCode_reg;
	assign rs = rs_reg;
	assign rt = rt_reg;
	assign rd = rd_reg;
	assign funct = funct_reg;
	assign address = address_reg;
	parameter IF = 2'b00;
	parameter ID = 2'b01;
	parameter EX = 2'b10;
	parameter DANGER = 2'b11;
	always@(*)
	begin
		case (S)
			IF:
			begin
			if (person == 2'b01)
				begin
				NS = ID;
				end
			else
				begin
				NS = IF;
				end
			end
			ID:
			begin
			if (person == 2'b10)
				begin
				NS = EX;
				end
			else
				begin
				NS = ID;
				end
			end
			EX:
			begin
			if (person == 2'b00)
				begin
				NS = IF;
				end
			else
				begin
				NS = EX;
				end
			end
			DANGER:
			begin
				NS = DANGER;
			end
		endcase
	end
	always@(posedge CLK or negedge rst)
	begin
		if(rst == 1'b0)
			S <= IF;
		else
			S <= NS;
	end
	always@(posedge CLK or negedge rst)
	begin
		if (rst == 1'b0)
		begin
			inA_reg <= 16'd0;
			inB_reg <= 16'd0;
			inC_reg <= 16'd0;
			inZ_reg <= 16'd0;
		end
		else
		case (S)
			IF:
			begin
				LEDG[3:0] <= 4'b0001;
				OpCode_reg <= instruction[15:10];
				rs_reg <= instruction[9:8];
				rt_reg <= instruction[7:6];
				rd_reg <= instruction[5:4];
				funct_reg <= instruction[3:0];
				address_reg <= instruction[7:0];				
			end
			ID:
			begin
				LEDG[3:0] <= 4'b0010;
				case (OpCode)
				6'd0:  
					begin
					RegDst <= 1'b1;
					ALUSrc <= 1'b0;
					RegWrite <= 1'b1;
					ALUOp <= 2'b10;
					end
				6'd35:  
					begin
					RegDst <= 1'b0;
					ALUSrc <= 1'b1;
					RegWrite <= 1'b1;				
					ALUOp <= 2'b00;
					end
				6'd43:  
					begin
					RegDst <= 1'b0;
					ALUSrc <= 1'b1;
					RegWrite <= 1'b0;				
					ALUOp <= 2'b00;
					end
				6'd4:  
					begin
					RegDst <= 1'b0;
					ALUSrc <= 1'b0;
					RegWrite <= 1'b0;				
					ALUOp <= 2'b01;
					end
				6'd2:  
					begin
					RegDst <= 1'b0;
					ALUSrc <= 1'b0;
					RegWrite <= 1'b0;				
					ALUOp <= 2'b00;
					end
				default:  
					begin
					RegDst <= 1'b0;
					ALUSrc <= 1'b0;
					RegWrite <= 1'b0;				
					ALUOp <= 2'b00;
					end
				endcase
				case (ALUOp)
					2'b00:
						begin
						operation <= 3'b010;  
						end
					2'b01:
						begin
						operation <= 3'b110;  
						end
					2'b10:
						begin
							case(funct)
								4'b0000:
									begin
									operation <= 3'b010;  
									end
								4'b0010:
									begin
									operation <= 3'b110;  
									end
								4'b0100:
									begin
									operation <= 3'b000;  
									end
								4'b0101:
									begin
									operation <= 3'b001;  
									end
								4'b1010:
									begin
									operation <= 3'b111;  
									end
								default:
									begin
									operation <= 3'b011;  
									end
							endcase
						end
				endcase
			end
			EX:
			begin
				LEDG[3:0] <= 4'b0100;		
				case (rs)
					2'b00:
						begin
						src1_reg <= zero;
						end
					2'b01:
						begin
						src1_reg <= outA;
						end
					2'b10:
						begin
						src1_reg <= outB;
						end
					2'b11:
						begin
						src1_reg <= outC;
						end
				endcase
				case (rt)
					2'b00:
						begin
						src2_reg <= zero;
						end
					2'b01:
						begin
						src2_reg <= outA;
						end
					2'b10:
						begin
						src2_reg <= outB;
						end
					2'b11:
						begin
						src2_reg <= outC;
						end
				endcase
				case (rd)
					2'b00:
						begin
						inZ_reg <= 16'd0;
						writeA_reg <= 1'b0;
						writeB_reg <= 1'b0;
						writeC_reg <= 1'b0;
						end
					2'b01:
						begin
						inA_reg <= dst;
						writeA_reg <= RegWrite;
						writeB_reg <= 1'b0;
						writeC_reg <= 1'b0;
						end
					2'b10:
						begin
						inB_reg <= dst;
						writeA_reg <= 1'b0;
						writeB_reg <= RegWrite;
						writeC_reg <= 1'b0;
						end
					2'b11:
						begin
						inC_reg <= dst;
						writeA_reg <= 1'b0;
						writeB_reg <= 1'b0;
						writeC_reg <= RegWrite;
						end
				endcase
			end
			DANGER:
			begin
				LEDG[3:0] <= 4'b1000;
			end
		endcase
	end
	assign src1 = src1_reg;
	assign src2 = src2_reg;
	assign inA = inA_reg;
	assign inB = inB_reg;
	assign inC = inC_reg;
	assign writeA = writeA_reg;
	assign writeB = writeB_reg;
	assign writeC = writeC_reg;
	register inst_zero(rst, CLK, 16'd0, zero, 1'b1);   
	register inst_A(rst, CLK, inA, outA, writeA);  
	register inst_B(rst, CLK, inB, outB, writeB);  
	register inst_C(rst, CLK, inC, outC, writeC);  
	ALU inst_ALU(rst, CLK, src1, src2, dst, operation);
	assign out = outC;
endmodule
```

## flow/run.sh

```bash
#!/bin/bash
# OpenROAD 26Q1-2900-gdf79404cd8, Yosys 0.63+post, stock flow scripts
make -C /OpenROAD-flow-scripts/flow DESIGN_CONFIG=/design/flow/config.mk WORK_HOME=/design/flow/orfs finish
```

## flow/config.mk

```make
export PLATFORM = sky130hd
export DESIGN_NAME = Control
export DESIGN_NICKNAME = Control
export VERILOG_FILES = /design/flow/design.v
export SDC_FILE = /design/flow/constraint.sdc
export NUM_CORES = 4
export LEC_CHECK = 1
export CORE_UTILIZATION = 40
```

==> changes_impl.md <==
### Metrics

- Outcome: completed
- Worst setup EP type: primary output
- Post-DR vias/cell: 5.395
- Late-Pin Clk Latency: 0.42 ns
- Setup TNS Final: 0 ns
- Endpoints left unconstrained: 2
- Cycle use final: 0.2969
- Drt wl/cell: 18.17 µm
- IO Port Bufs: 39
- Synthesis warning total: 3
- Multi-input logic area: 0.003246 mm²
- Placed inst area: 0.008969 mm²
- Vias: 5,055
- Stages on worst setup path: 1
- Post-route minimum period: 4.008 ns
- Die width: 145.9 µm
- Max Cap Viol: 0
- Area leader, netlist: dfrtp_1
- Main flop type: dfrtp_1
- Setup CP Type: reg -> out
- Core area: 0.02023 mm²
- HPWL after DPL: 11,800 µm
- Dominant cell area share: 0.2992
- Final setup vio count: 0
- Initial DRC count: 261
- Sequential cell area: 0.004810 mm²
- Share of cells above drive strength 1: 0.2714
- Total track usage: 0.1775
- Worst-path clk slew: 0.06 ns
- Fin. Hold Viols: 0
- Top area cell types: dfrtp_1, edfxtp_1, mux2_2
- H-tree depth: 4
- Placer Congestion: 0.8922
- Worst slew pin tran: 0.9152 ns
- Number of diodes: 0
- Post-synth EDFFs: 72
- Leakage: 3.927 nW
- Worst Clk Skew: 0.006202 ns
- Count leader, synth: mux2_2
- Mean Syn Cell Area: 13.44 µm²
- Yosys chip area: 0.008280 mm²
- Slew Limit Fails: 0
- Worst path required time: 10.80 ns
- TritonCTS clock tree: built
- Tool warnings: 26
- First-pass GRT wire length: 28,100 µm
- Antenna Violating Nets Remaining: 0
- DRC viols: 0
- Worst r2r path cells: 12
- Largest fanout on the critical path: 4
- Clock Tree Buf Depth: 2
- RSZ-0062 raised after global routing: no
- CTS buffer count: 17
- Async S/R FF share, synth: 0.5500
- Initial antenna violation count: 0
- Hold Crit Class: reg -> reg
- Drt total wl: 17,030 µm
- # Cells Yosys: 616
- Area delta synth->final: 15.90%
- Pwr/cell area: 128.0 mW/mm²
- Post-CTS setup buffers: 0
- Core utilization at floorplan: 0.4092
- Synth top cells by count: mux2_2, dfrtp_1, edfxtp_1, a22o_1, a21oi_1
- Fmax: 0.2495 GHz
- Full die area: 0.02128 mm²
- Root Buffer: clkbuf_16
- Crit path max-delay family: buffers and inverters
- Peak VDD IR: 84.21 µV
- # fillers: 1,671
- Register bit total from synthesis: 180
- Critical path buffer and inverter count: 1
- Critical Path Max Stage Delay: 0.49 ns
- Largest net degree at the start of global routing: 55
- Worst path cell trace: clkdlybuf4s50_1
- CP max stage cell: clkdlybuf4s50_1
- Congestion Overflow GR: 0
- Cts hold-fix bufs: 0
- R2R Setup Slk: 9.95 ns
- Resized Gates After CTS: 0
- Slew margin rel.: 0.3898
- IO Pins: 40
- Num rows: 52
- Cells after synthesis: 616
- Count of unclocked register or latch pins: 2
- Unique masters post-synth: 57
- Fin area: 0.009597 mm²
- Hold Path Cell Cnt: 1
- Die Y: 145.9 µm
- Startpoint Class: register
- WP data arrival: 1.31 ns
- Synth Cell Area: 0.008280 mm²
- Number of global-route vias before repair: 5,233
- DRT Pass-1 Iters: 4
stage by stage:
step,std cells,hold WS [ns],worst slack (ns),utilization,total power (W)
CTS,937,0.4362,9.466,0.4743,0.001240
global placement,905,0.4068,9.140,0.4432,0.0007169
floorplan,617,0.3949,9.544,-,0.0006800
finish,937,0.4370,9.492,0.4743,0.001228
detailed placement,905,0.4278,9.105,0.4432,0.0007204
global route,937,0.4701,9.413,0.4743,0.001278
power breakdown:
group	internal, W	total, W	switching [W]
clock	0.000313	0.000518	0.000205
combinational	0.0000570	0.0000906	0.0000336
sequential	0.000598	0.000620	0.0000215
cells by family (layout without fill, tap and decap cells):
logic type	after synthesis	after routing	synth area share
xor+xnor	23	23	0.02433
buf+inv	59	109	0.02765
fa+ha+maj	18	18	0.02810
mux	130	130	0.1780
compound gates	127	127	0.1082
latches	2	2	0.003627
flops	178	178	0.5772
simple gates	78	78	0.05243
other cells	1	2	0.0004529
placed cells by master (no fill, tap or decap), types with 7 or more instances in the layout:
master,synthesis,layout
mux2_2,128,128
dfrtp_1,99,99
edfxtp_1,72,72
clkdlybuf4s50_1,0,38
a22o_1,35,35
a21oi_1,31,31
inv_1,26,26
nor2_1,17,17
ha_1,17,17
clkbuf_16,0,17
xnor2_1,16,16
o21ai_0,15,15
buf_4,1,13
nand2_1,12,12
o22ai_1,10,10
a21o_1,9,9
a31oi_1,8,8
dfxtp_1,7,7
nor3_1,7,7
xor2_1,7,7
path summary, 6_finish.rpt:
check                                             end                     from
setup reg to reg           inst_ALU.dst[15]$_DFFE_PP_    src2_reg[0]$_DFFE_PP_
hold reg to reg                inst_ALU.one$_DFF_PN0_   inst_ALU.one$_DFF_PN0_
hold / removal                 inst_ALU.one$_DFF_PN0_   inst_ALU.one$_DFF_PN0_
max in group asynchronous      inB_reg[9]$_DFFE_PN0P_                      rst
setup / recovery                               out[2]  inst_C.Q[2]$_DFFE_PN0P_
min in group asynchronous     inst_B.Q[3]$_DFFE_PN0P_                      rst
layer usage:
layer,GRT usage,wire length [µm]
met3,0.07680,1470
met1,0.2767,8055
met5,0,0
met4,0.02053,204
met2,0.2493,7296
area by class of cell:
type	instances	share of cell area
clock inverters	14	0.02073
flip-flops and latches	180	0.5012
inverters	26	0.01017
well taps	270	0.03520
repair buffers	51	0.04980
multi-input cells	378	0.3382
clock buffers	18	0.04472
Power figures rest on the tool's default switching activity, not on a simulated workload.
